`flow/run.sh`:
```
#!/bin/bash
# OpenROAD 26Q1-2900-gdf79404cd8, Yosys 0.63+post, stock flow scripts
make -C /OpenROAD-flow-scripts/flow DESIGN_CONFIG=/design/flow/config.mk WORK_HOME=/design/flow/orfs finish
```
`flow/design.v`:
```
module top 
(
    input                     clk,
    input                     reset,
    input                     enter,
    input               [7:0] guess,
    output              [7:0] actual,
    output                    dp_over,
    output                    dp_under,
    output                    dp_equal
);
	logic over;
	logic under;
	logic equal;
	logic dp_inc_actual;
	datapath the_datapath
	(
		.clk(clk),
		.reset(reset),
		.i_guess(guess),
		.i_inc_actual(dp_inc_actual),
		.o_over(over),
		.o_under(under),
		.o_equal(equal),
        .actual(actual)
	);
	logic ctrl_update_leds;
	control the_control
	(
		.clk(clk),
		.reset(reset),
		.i_enter(enter),
		.o_inc_actual(dp_inc_actual),
		.i_over(over),
		.i_under(under),
		.i_equal(equal),
		.o_update_leds(ctrl_update_leds)
	);
	led_ctrl ledc_under(clk, reset, under, ctrl_update_leds, dp_under);
	led_ctrl ledc_over(clk, reset, over, ctrl_update_leds, dp_over);
	led_ctrl ledc_equal(clk, reset, equal, ctrl_update_leds, dp_equal);
endmodule
module control
(
	input clk,
	input reset,
	input i_enter,
	output logic o_inc_actual,
	input i_over,
	input i_under,
	input i_equal,
	output logic o_update_leds
);
enum int unsigned
{
	S_GEN_RAND,
	S_CHECK,
	S_WAIT_NOENTER,
	S_WAIT_ENTER,
	S_END
} state, nextstate;
always_ff @ (posedge clk or posedge reset) begin
	if (reset) state <= S_GEN_RAND;
	else state <= nextstate;
end
always_comb begin
	nextstate = state;
	o_inc_actual = 1'b0;
	o_update_leds = 1'b0;
	case (state)
		S_GEN_RAND:
		begin
			o_inc_actual=1'b1;
			nextstate = i_enter ? S_CHECK : S_GEN_RAND;
		end
		S_CHECK:
		begin
			o_update_leds = 1'b1;
			nextstate = i_equal ?  S_WAIT_NOENTER : S_WAIT_ENTER;
		end
		S_WAIT_NOENTER:
		begin
			nextstate = S_END;
		end
		S_WAIT_ENTER:
		begin
			nextstate = i_enter ? S_CHECK : S_WAIT_ENTER;
		end
		S_END:
		begin
			nextstate = S_END;
		end
	endcase
end
endmodule
module datapath
(
	input clk,
	input reset,
	input [7:0] i_guess,
	input i_inc_actual,
	output o_over,
	output o_under,
	output o_equal,
	output logic [7:0] actual
);
always_ff @ (posedge clk or posedge reset) begin
	if (reset) actual <= '0;
	else begin
		if (i_inc_actual) actual <= actual + 8'd1;
	end
end
assign o_over = i_guess > actual;
assign o_equal = i_guess == actual;
assign o_under = i_guess < actual;
endmodule
module led_ctrl
(
	input clk,
	input reset,
	input i_val,
	input i_enable,
	output logic o_out
);
always_ff @ (posedge clk or posedge reset) begin
	if (reset) o_out <= '0;
	else if (i_enable) o_out <= i_val;
end
endmodule
```
`flow/constraint.sdc`:
```
current_design top

set clk_period 3.1
set clk_io_pct 0.2

create_clock -name clk0 -period $clk_period [get_ports {clk}]

set non_clock_inputs [all_inputs -no_clocks]
set_input_delay [expr $clk_period * $clk_io_pct] -clock clk0 $non_clock_inputs
set_output_delay [expr $clk_period * $clk_io_pct] -clock clk0 [all_outputs]
```
`flow/config.mk`:
```
export PLATFORM = sky130hd
export DESIGN_NAME = top
export DESIGN_NICKNAME = top
export VERILOG_FILES = /design/flow/design.v
export SDC_FILE = /design/flow/constraint.sdc
export NUM_CORES = 4
export LEC_CHECK = 1
export CORE_AREA = 10 10 85 85
export DIE_AREA = 0 0 95 95
```
==> job_summary.md <==
### Flow metrics

| Metric | Value |
|---|---|
| PortBufs | `21` |
| Flops & latches, synth | `14` |
| Clk root buf | `clkbuf_8` |
| Fin crit share | `0.6255` |
| Vias | `576` |
| Seq/Total Area, Yosys | `0.4699` |
| Ys cells | `74` |
| Startpoint Class | `input pin` |
| Slew headroom | `0.6387` |
| Die X | `95 um` |
| Hold_buf cts | `0` |
| Maximum clock insertion buffer count | `2` |
| PD cells | `444.4 nW/um^2` |
| Hold Crit Class | `reg2reg` |
| Htree depth | `1` |
| Post-Route WL | `1840 um` |
| Fmax | `515.7 MHz` |
| Setup Crit Path Kind | `in2reg` |
| Top post-synthesis cells by area | `dfrtp_1, ha_1, xnor2_1` |
| GP Congestion | `0.7453` |
| Highest-count logic cell in the final layout | `clkdlybuf4s50_1` |
| Peak supply drop | `0.1701 mV` |
| First-pass GRT wire length | `3153 um` |
| Crit path DAT | `2.07 ns` |
| Outcome | `finished, final reports clean` |
| Vias in the first global route | `623` |
| Syn Area/Cell | `10.11 sq um` |
| Synthesized instance count | `74` |
| Wire per inst | `10.82 um` |
| Tool warnings | `25` |
| Final Max Tran Viols | `0` |
| Antenna cell count | `0` |
| Min cycle time layout | `1.939 ns` |
| Die Height | `95 um` |
| Clock sink count | `14` |
| Netlist Area Pre-Place | `748.2 sq um` |
| Core area | `5473 sq um` |
| Worst slew pin tran | `0.5413 ns` |
| Floorplan utilization | `0.1367` |
| HPWL Detailed | `1497 um` |
| Grt ovf | `0` |
| CTS tree | `built` |
| Residual DRC count | `0` |
| TritonCTS Buffers | `3` |
| Crit-path max FO | `4` |
| DR pass1 iterations | `4` |
| Clock slew at reported path FFs | `0.06 ns` |
| Insertion Delay late pin | `0.24 ns` |
| Post-CTS Setup Repair Bufs | `0` |
| Num rows | `27` |
| Setup crit end kind | `flip-flop` |
| Leak Pwr | `0.4566 nW` |
| Cell Type Count | `20` |
| Post-CTS sizing | `0` |
| Max-cap violations | `0` |
| Count of final hold-check violations | `0` |
| CP required | `3.23 ns` |
| Synth area leader | `dfrtp_1` |
| Total Routing Usage GR | `0.04463` |
| Initial antenna violation count | `0` |
| Largest net degree at the start of global routing | `15` |
| Max-area cell share | `0.4348` |
| Io pins | `22` |
| Share of cells above drive strength 1 | `0.06122` |
| YS chip area | `748.2 sq um` |
| Iter 0 DRT Violations | `37` |
| Total chip power | `0.0004882 W` |
| Routed Antenna Nets | `0` |
| DIE AREA | `9025 sq um` |
| Top cells excl fill/tap | `clkdlybuf4s50_1, dfrtp_1, inv_1, ha_1, xnor2_1` |
| Final setup viols | `0` |
| Fin cells | `170` |
| Yosys warnings | `3` |
| Clock skew | `0.002593 ns` |
| Unrepaired setup endpoints after global routing | `no` |
| Fin Setup TNS | `0 ns` |
| Layout area overhead | `46.82%` |
| Via density | `3.388` |
| Placed cells | `166` |
-- registers in the layout, indices dropped and copies added, names as in the netlist --
| signal | cells |
|---|---|
| ledc_equal.o_out | 1 |
| ledc_over.o_out | 1 |
| ledc_under.o_out | 1 |
| the_control.state | 3 |
| the_datapath.actual | 8 |
-- stage by stage --
step | worst slack, ns | area [sq um] | hold slack [ns] | util
3_5_place_dp | 0.8999 | 1044 | 0.4794 | 0.1907
4_1_cts | 1.163 | 1099 | 0.4933 | 0.2007
2_1_floorplan | 1.427 | 748.2 | 0.4367 | -
6_report | 1.161 | 1099 | 0.4892 | 0.2007
3_3_place_gp | 0.9034 | 1044 | 0.4779 | 0.1907
5_1_grt | 1.084 | 1099 | 0.5258 | 0.2007
-- worst max-delay path, stage by stage --
cell	delay (ns)
clkdlybuf4s50_1	0.41
ha_1	0.31
nand4_1	0.14
o21a_1	0.25
a21oi_1	0.14
a21bo_1	0.20
-- path summary, 6_finish.rpt --
check	from	end	slack (ns)	cells after the start
max	guess[7]	ledc_over.o_out	1.16	6
min	the_control.state[4]	the_control.state[4]	0.49	1
max reg2reg	the_datapath.actual[4]	ledc_over.o_out	1.48	6
min reg2reg	the_control.state[4]	the_control.state[4]	0.49	1
max in group asynchronous	reset	the_control.state[0]	2.01	2
min in group asynchronous	reset	ledc_under.o_out	0.72	2
-- where the power goes --
group          internal, W  switching [W]   total, W  leakage (nW)
clock             0.000112      0.0000638   0.000176        0.0288
combinational    0.0000654      0.0000299  0.0000953         0.242
sequential        0.000205      0.0000119   0.000217         0.186
-- synthesized netlist by cell type (all sizes together) --
library cell and n:
o211ai 2, nand2 3, o21ai 2, nor2 5, o22ai 1, a21oi 5
a21bo 1, xor2 1, nor3 1, nand3 3, o21a 1, dfrtp 13
inv 11, ha 9, nand4 4, nor2b 3, a21o 1, dfstp 1
buf 1, xnor2 6
-- layer usage --
metal  vias up  routed length, um  track usage
met5         -                  0            0
met4         0                  0     0.002494
met3         0                229      0.02644
met2        21                680      0.06007
met1       258                930      0.06296
li1        297                  -            -
-- kinds of logic after synthesis --
| kind of cell | count (synthesis) | share of synthesized area |
|---|---|---|
| adders and majority gates | 9 | 0.1505 |
| AOI/OAI and AO/OA | 13 | 0.1104 |
| buffers and inverters | 12 | 0.06187 |
| xor gates and xnor gates | 7 | 0.08194 |
| and+or+nand+nor | 19 | 0.1254 |
| DFF | 14 | 0.4699 |
-- final cells by class --
cell class	instances	area, sq um
fill	608	4374
sequential	14	351.6
multi-input combinational	48	350.3
timing repair buffer	21	210.2
tap	72	90.09
clock buffer	4	55.05
inverter	11	41.29
Power is estimated from default activity; no workload was simulated.
